**flow/design.v**
```verilog
module tmds_std_enc (
    input  wire       clk,      
    input  wire       resetn,   
    input  wire       de,       
    input  wire       c0,       
    input  wire       c1,       
    input  wire [7:0] din,      
    output reg  [9:0] dout      
);
    function [3:0] N1;
        input [7:0] bits;
        integer i;
        begin
            N1 = 0;
            for (i = 0; i < 8; i = i + 1)
                N1 = N1 + bits[i];
        end
    endfunction
    function [3:0] N0;
        input [7:0] bits;
        integer i;
        begin
            N0 = 0;
            for (i = 0; i < 8; i = i + 1)
                N0 = N0 + !bits[i];
        end
    endfunction
    reg [8:0] q_m;                 
    reg [9:0] q_out, q_out_next;   
    reg signed [7:0] rd, rd_next;  
    reg [3:0] ones_qm, zeros_qm;   
    reg [9:0] dout_buf1, dout_buf2;
    always @(posedge clk) begin
        if (!resetn) begin
            q_out <= 10'b0;
            q_out_next <= 10'b0;
            rd <= 0;
            q_m <= 9'd0;
            ones_qm <= 4'd0;
            zeros_qm <= 4'd0;
            dout_buf1 <= 10'd0;
            dout_buf2 <= 10'd0;
            dout <= 10'd0;
        end else begin
            if (!de) begin
                case ({c1,c0})
                    2'b00: q_out <= 10'b1101010100;
                    2'b01: q_out <= 10'b0010101011;
                    2'b10: q_out <= 10'b0101010100;
                    2'b11: q_out <= 10'b1010101011;
                endcase
                rd <= 0;
            end else begin
                if ((N1(din) > 4) || ((N1(din) == 4) && (din[0] == 0))) begin
                    q_m[0] = din[0];
                    q_m[1] = ~(q_m[0] ^ din[1]);  
                    q_m[2] = ~(q_m[1] ^ din[2]);
                    q_m[3] = ~(q_m[2] ^ din[3]);
                    q_m[4] = ~(q_m[3] ^ din[4]);
                    q_m[5] = ~(q_m[4] ^ din[5]);
                    q_m[6] = ~(q_m[5] ^ din[6]);
                    q_m[7] = ~(q_m[6] ^ din[7]);
                    q_m[8] = 1'b0;  
                end else begin
                    q_m[0] = din[0];
                    q_m[1] = q_m[0] ^ din[1];
                    q_m[2] = q_m[1] ^ din[2];
                    q_m[3] = q_m[2] ^ din[3];
                    q_m[4] = q_m[3] ^ din[4];
                    q_m[5] = q_m[4] ^ din[5];
                    q_m[6] = q_m[5] ^ din[6];
                    q_m[7] = q_m[6] ^ din[7];
                    q_m[8] = 1'b1;
                end
                ones_qm = N1(q_m[7:0]);
                zeros_qm = N0(q_m[7:0]);
                if ((rd == 0) || (ones_qm == zeros_qm)) begin
                    q_out[9] <= ~q_m[8];
                    q_out[8] <=  q_m[8];
                    if (q_m[8])
                        q_out[7:0] <= q_m[7:0];
                    else
                        q_out[7:0] <= ~q_m[7:0];
                    if (q_m[8])
                        rd <= rd + (ones_qm - zeros_qm);
                    else
                        rd <= rd + (zeros_qm - ones_qm);
                end else if ( (rd > 0 && ones_qm > zeros_qm) ||
                              (rd < 0 && zeros_qm > ones_qm) ) begin
                    q_out[9] <= 1'b1;
                    q_out[8] <= q_m[8];
                    q_out[7:0] <= ~q_m[7:0];
                    if (q_m[8])
                        rd <= rd + (zeros_qm - ones_qm) + 2;  
                    else
                        rd <= rd + (zeros_qm - ones_qm);
                end else begin
                    q_out[9] <= 1'b0;
                    q_out[8] <= q_m[8];
                    q_out[7:0] <= q_m[7:0];
                    if (q_m[8])
                        rd <= rd + (ones_qm - zeros_qm);
                    else
                        rd <= rd + (ones_qm - zeros_qm) - 2;  
                end
            end  
            dout_buf1 <= q_out;
            dout_buf2 <= dout_buf1;
            dout <= dout_buf2;
        end  
    end  
endmodule
```
**flow/config.mk**
```make
export PLATFORM = sky130hd
export DESIGN_NAME = tmds_std_enc
export DESIGN_NICKNAME = tmds_std_enc
export VERILOG_FILES = /design/flow/design.v
export SDC_FILE = /design/flow/constraint.sdc
export NUM_CORES = 4
export LEC_CHECK = 1
export CORE_UTILIZATION = 40
```
**flow/run.sh**
```bash
#!/bin/bash
# OpenROAD 26Q1-2900-gdf79404cd8, Yosys 0.63+post, stock flow scripts
make -C /OpenROAD-flow-scripts/flow DESIGN_CONFIG=/design/flow/config.mk WORK_HOME=/design/flow/orfs finish
```
**flow/constraint.sdc**
```tcl
current_design tmds_std_enc

set clk_period 16.1
set clk_io_pct 0.2

create_clock -name clk0 -period $clk_period [get_ports {clk}]

set non_clock_inputs [all_inputs -no_clocks]
set_input_delay [expr $clk_period * $clk_io_pct] -clock clk0 $non_clock_inputs
set_output_delay [expr $clk_period * $clk_io_pct] -clock clk0 [all_outputs]
```
==> results.txt <==
flow finished, numbers: antenna diode count=0, Area growth, synth to finish=11.98%, data arrival time of the critical path=12.24 ns, DR iter-0 viols=62, final WL=7048 um, min-delay worst type=flip-flop to flip-flop, startpoint types=input port, Buffers on Ports=22, Syn. warnings=1, RSZ-0062 raised after global routing=no, Tightest Pin Transition=0.7047 ns, DR WL met3=226 um, Final Worst Setup Slack=4.030 ns, GRT Residual Overflow=0, Avg Cell Area, Syn=9.227 um^2, fin crit share=74.97%, Reg clk slew, reported paths=0.09 ns, Mapped Area=0.004041 mm^2, register area share after synthesis=23.78%, # rows=36, critical path's largest stage delay=0.66 ns, Slew Viols, Final=0, FILL cells=945, Hold Buf Count CTS=0, Yosys Chip Area=0.004041 mm^2, Layout Skew=0.008814 ns, Inserted Clock Buffers=5, most frequent logic cell in the layout=inv_1, CP max FO=12, drc violations=0, die height=102.5 um, top-level I/O count=23, comb. cell area=0.002748 mm^2, TritonCTS Sinks=48, Crit. End Element=flip-flop, slowest CP cell=clkdlybuf4s50_1, initial antenna violation count=0, Main synth FF type=dfxtp_1, CP most frequent cell=fa_1, Async SR Flop Fraction=0%, most numerous logic cells after layout=71 x inv_1, 55 x ha_1, 48 x dfxtp_1, Final ANT Viol Nets=0, WHS=0.4328 ns, Routability Congestion=0.8921, CTS max path bufs=2, final setup TNS=0 ns, layout cell share with drive strength beyond 1=5.652%, Core Util at FP=41.35%, r2r worst-path depth=13, max cap viols=0, drt wl/cell=11.89 um, largest net degree at the start of global routing=40, final core occ=46.30%, Late-Pin Clk Latency=0.29 ns, Via density=4.695, hpwl dp=5826 um, final hold violation count=0, Worst slew margin=53.02%, minimum clock period=12.07 ns, met2 WL post-DR=3103 um, post-synthesis cell count=438, Clk Tree Root Cell=clkbuf_8, Hold Path Stages=1, Post-synth EDFFs=0, cells in synth_stat.txt=438, WL met1=3631 um, Cell variety after synth=54, Yosys reg bits=48, Max Used Layer=met4, Die X=102.5 um, CTS tree=yes, Max Clock Freq=82.85 MHz, chip area=0.01051 mm^2, H-tree Lvls=2, crit path DRT=16.27 ns, Sequential Area=960.9 um^2, vias in the first global route=2536, status=completed, first-pass GRT wire length=12090 um, core area=0.009774 mm^2, GRT Overall Usage=14.90%, PostCTS Resize Cnt=0, CP Class=input port to flip-flop, vias=2784, post-place setup slack=3.680 ns, drt pass-1 iters=4, count of tool warnings=46, Post-CTS Setup Bufs=0, # setup viols final=0
==> stage by stage <==
stage	cell area, um^2	cells
2_1_floorplan	4041	438
3_3_place_gp	4388	585
3_5_place_dp	4388	585
4_1_cts	4526	593
5_1_grt	4526	593
6_report	4526	593
==> synthesized netlist by cell type (3+ instances only) <==
master / instances / area, um^2
inv_1: 71 / 266.5
nor3_1: 7 / 35.03
dfxtp_1: 48 / 960.9
o31a_1: 3 / 26.28
clkbuf_1: 6 / 22.52
a211oi_1: 4 / 30.03
nand2_1: 10 / 37.54
o21bai_1: 7 / 52.55
xnor2_1: 33 / 289.0
o21ai_0: 16 / 80.08
xnor2_2: 3 / 48.80
nor2b_1: 8 / 50.05
a21oi_1: 27 / 135.1
and3_1: 3 / 18.77
and2_1: 32 / 200.2
o21a_1: 3 / 22.52
a31oi_1: 5 / 31.28
o21ai_1: 4 / 20.02
xnor2_4: 3 / 82.58
fa_1: 22 / 440.4
ha_1: 55 / 688.2
nand3_1: 4 / 20.02
nor2_1: 16 / 60.06
a21o_1: 6 / 45.04
xor2_1: 6 / 52.55
==> critical path: cells and delay by family <==
family / cells / cell delay (ns)
AOI/OAI and AO/OA: 7 / 1.40
buffers and inverters: 8 / 1.13
adders and majority gates: 13 / 5.45
and+or+nand+nor: 4 / 0.75
xor gates and xnor gates: 2 / 0.28
==> cell type report <==
cell class              count  share of cell area, %
clock buffers               5                  1.521
flip-flops and latches     48                  21.23
repair buffers             25                  5.364
well taps                 133                  3.677
clock inverters             3                  1.521
multi-input cells         307                  60.71
inverters                  72                  5.972
==> routing by layer <==
layer / GRT usage, % / up-vias
li1: - / 1484
met1: 23.91 / 1262
met2: 22.05 / 32
met3: 2.757 / 6
met4: 1.648 / 0
met5: 0 / -
==> sequential cells by signal (all words and copies together) (netlist names) <==
name / cells
dout_buf1: 10
q_out: 10
dout: 10
dout_buf2: 10
rd: 8
==> cell families (layout without fill, tap and decap cells) <==
family	count (synthesis)	count (layout)	share of synthesized area, %
and+or+nand+nor	93	93	12.79
AOI/OAI and AO/OA	89	89	14.74
buffers and inverters	83	105	8.235
adders and majority gates	77	77	27.93
DFF	48	48	23.78
xor gates and xnor gates	45	45	11.70
muxes	3	3	0.8359
==> worst paths after layout <==
kind / from / end / slack, ns
min reg2reg: dout_buf1[3] / dout_buf2[3] / 0.43
min: dout_buf1[3] / dout_buf2[3] / 0.43
max: din[0] / rd[7] / 4.03
max reg2reg: rd[1] / rd[7] / 13.53
