$ cat flow/design.v
module datapijp (
    input wire clk,
    input wire reset_n,
    input wire de,
    input wire [10:0] hcnt,
    input wire [10:0] vcnt,
    output reg [24:0] rgb,
    output wire [12:0] video_addr,
    input wire [7:0] video_dout
);
    wire [7:0] h = hcnt[9:2];
    wire [7:0] v = vcnt[9:2];
    wire [13:0] pix_addr  = { v[7:6], v[2:0], v[5:3], h[7:3] };
    wire [13:0] attr_addr = 6144 + {v[7:3], h[7:3]};  
    wire [2:0] bitpos = 8 - h[2:0];
    reg [7:0] pixel_byte, pixel_byte_d;
    reg [7:0] attr_byte, attr_byte_d;
    reg [1:0] read_phase;
    reg [12:0] video_addr;
    wire [7:0] video_dout;
    always @(posedge clk) begin
        if (!reset_n) begin
            video_addr <= 0;
        end else if (de) begin
            case (read_phase)
                0: begin
                    video_addr <= pix_addr;
                    pixel_byte <= video_dout;
                    read_phase <= 1;
                end
                1: begin
                    video_addr <= attr_addr;
                    attr_byte <= video_dout;
                    read_phase <= 0;
                end
            endcase
            pixel_byte_d <= pixel_byte;
            attr_byte_d <= attr_byte;
            rgb <= pixel_byte_d[bitpos] ? {
                attr_byte_d[2] ? 8'hC0 : 8'h00, 
                attr_byte_d[1] ? 8'hC0 : 8'h00, 
                attr_byte_d[0] ? 8'hC0 : 8'h00} : {
                attr_byte_d[5] ? 8'hC0 : 8'h00, 
                attr_byte_d[4] ? 8'hC0 : 8'h00, 
                attr_byte_d[3] ? 8'hC0 : 8'h00} ;
        end
    end
endmodule
$ cat flow/run.sh
#!/bin/bash
# OpenROAD 26Q1-2900-gdf79404cd8, Yosys 0.63+post, stock flow scripts
make -C /OpenROAD-flow-scripts/flow DESIGN_CONFIG=/design/flow/config.mk WORK_HOME=/design/flow/orfs finish
$ cat flow/config.mk
export PLATFORM = sky130hd
export DESIGN_NAME = datapijp
export DESIGN_NICKNAME = datapijp
export VERILOG_FILES = /design/flow/design.v
export SDC_FILE = /design/flow/constraint.sdc
export NUM_CORES = 4
export LEC_CHECK = 1
export CORE_UTILIZATION = 40
$ cat flow/constraint.sdc
current_design datapijp

set clk_period 2.5
set clk_io_pct 0.2

create_clock -name clk0 -period $clk_period [get_ports {clk}]

set non_clock_inputs [all_inputs -no_clocks]
set_input_delay [expr $clk_period * $clk_io_pct] -clock clk0 $non_clock_inputs
set_output_delay [expr $clk_period * $clk_io_pct] -clock clk0 [all_outputs]
==> Changelog: implementation <==
## Flow update

- End of the worst register-to-register path: rgb[15]$_DFFE_PN_
- Launching element of the worst setup path: hcnt[2]
- Maximum clock skew at final layout: 0.00223 ns
- Share of cells above drive strength 1: 6.21%
- Number of DRC markers after the initial detailed-route iteration: 13
- Routed via count divided by cell count: 4.43
- Hold depth: 0
- Unique masters post-synth: 24
- YS chip area: 1820 um^2
- Endpoints failing hold: 0
- Width of the chip: 69.4 um
- Total standard cell area after synthesis: 1820 um^2
- Post-detailed-placement half-perimeter wirelength: 1.87 mm
- Library cell used as clock root buffer: sky130_fd_sc_hd__clkbuf_8
- Residual DRC: 0
- Unrepaired setup endpoints after global routing: false
- Leakage power summed over all cells: 0.865 nW
- Max Slew Vio Count: 0
- Vert. Die Dim: 69.4 um
- Post-route minimum period: 2.23 ns
- Crit Path Class: primary input to register
- Share of the clock period used by the worst path after layout: 89.3%
- Pwr/cell area: 612 nW/um^2
- Number of cells in Yosys stat: 130
- Run status: complete, no violations
- Critical-path maximum fanout: 3
- Via count: 1015
- Total antenna diodes in the routed design: 0
- Area growth, synth to finish: 29.0%
- CP Capture Type: register
- Clock tree from TritonCTS: yes
- Number of antenna-violating nets in the routed design: 0
- Required time of the critical path: 2.54 ns
- CP startpoint kind: primary input
- Achievable Freq: 448 MHz
- PortBufs: 45
- Total CTS buffers: 5
- Post-cts hold-fix buffer tally: 0
- CORE AREA: 4350 um^2
- Number of ports placed on the die boundary: 71
- Count of tool warnings: 31
- Slew margin rel.: 48.4%
- Worst setup timing slack at the placement stage: -0.0415 ns
- Placed instance count: 221
- Via count of the first global-routing pass: 1014
- Mean area per synthesized cell: 14.0 um^2
- Worst slew pin tran: 0.769 ns
- Startpoint of the worst-slack reg-to-reg timing path: pixel_byte_d[5]$_DFFE_PN_
- First-pass GRT wire length: 4.28 mm
- Dominant cell type by area after synthesis: sky130_fd_sc_hd__edfxtp_1
- Total number of clock tree sinks: 46
- Total of flip-flops plus latches after synthesis: 46
- Number of maximum-capacitance constraint violations: 0
- GR Util All Layers: 11.8%
- CTS H-tree lvls: 2
- Row count: 24
- Routed WL: 2.61 mm
- Floorplan Utilization: 41.7%
- Maximum number of pins on one net before global-route repair: 18
- Final weighted congestion of routability-driven global placement: 0.712
- Worst setup slack for register-to-register paths: 0.79 ns
- Clock edge transition at the registers on the reported setup and hold paths: 0.08 ns
- Drt first pass iters: 2
- Latency at later pin: 0.29 ns
- Max IR drop VDD: 0.318 mV
- Number of buffers added for setup after CTS: 0
- Class of the worst hold path: register to register
- Number of warning messages in the yosys log: 1
- Final Worst Setup Slack: 0.268 ns
- Mapped Cells: 130
- Top cell area share: 51.2%
- Buffer depth of the longest clock path: 2
- Chip area: 4820 um^2
- Aggregate global routing overflow: 0
- Capturing instance or port of the critical path: rgb[15]$_DFFE_PN_
- Quantity of gates resized following cts: 0
- Final Non-Filler Cells: 229
- Initial antenna violation count: 0
- Part of the Yosys area used for sequential elements: 67.8%
- Worst min-delay path startpoint: pixel_byte[0]$_DFFE_PP_
- Worst reg-to-reg path cell count: 3
- Top cells, area: sky130_fd_sc_hd__edfxtp_1 (51%), sky130_fd_sc_hd__dfxtp_1 (17%), sky130_fd_sc_hd__buf_4 (9.1%), sky130_fd_sc_hd__nand2_1 (4.5%), sky130_fd_sc_hd__a21boi_0 (4.1%)
- Final setup fails: 0
- Routed len/inst: 11.4 um
- CP arrival: 2.28 ns
==> layer usage <==
metal | GRT usage (%) | vias to the layer above | part of all wire [%]
li1 | - | 507 | -
met1 | 15.2 | 448 | 40
met2 | 19.1 | 55 | 46
met5 | 0 | - | 0
met4 | 1.59 | 0 | 1.5
met3 | 6.34 | 5 | 13
==> area by class of cell <==
cell class,instances,area [um^2]
fill,365,2010
sequential,46,1230
timing repair buffer,47,465
multi-input combinational,73,460
clock buffer,6,72.6
tap,52,65.1
clock inverter,2,37.5
inverter,3,11.3
==> critical path, stage by stage <==
cell and delay, ns:
sky130_fd_sc_hd__clkdlybuf4s50_1 0.52, sky130_fd_sc_hd__inv_1 0.06, sky130_fd_sc_hd__ha_1 0.32, sky130_fd_sc_hd__mux4_2 0.32, sky130_fd_sc_hd__mux2i_4 0.21, sky130_fd_sc_hd__mux2_1 0.34
==> metrics by stage <==
step	utilization, %	area (um^2)	hold WS [ns]	power, mW	setup TNS (ns)
detailed placement	51.3	2230	0.405	0.924	-0.123
global placement	51.3	2230	0.403	0.923	-0.0196
floorplan	-	1880	0.400	0.887	0
finish	53.8	2340	0.423	1.43	0
CTS	53.8	2340	0.425	1.46	0
global route	53.8	2340	0.430	1.49	0
==> cells by family after synthesis <==
family / Yosys count / share of synthesized area (%)
compound gates: 19 / 7.71
xor+xnor: 1 / 0.482
fa+ha+maj: 1 / 0.689
buf+inv: 29 / 10.6
flops: 46 / 67.8
mux: 8 / 6.89
other cells: 1 / 0.206
simple gates: 25 / 5.65
==> how the worst min path moves through the flow <==
stage / endpoint / slack, ns
CTS: attr_byte_d[0]$_DFFE_PN_ / 0.42
global route: pixel_byte_d[0]$_DFFE_PN_ / 0.43
finish: pixel_byte_d[0]$_DFFE_PN_ / 0.42
==> Yosys cell counts <==
cell type	n
sky130_fd_sc_hd__edfxtp_1	31
sky130_fd_sc_hd__buf_4	22
sky130_fd_sc_hd__nand2_1	22
sky130_fd_sc_hd__dfxtp_1	15
sky130_fd_sc_hd__a21boi_0	10
sky130_fd_sc_hd__clkbuf_1	3
sky130_fd_sc_hd__inv_1	3
sky130_fd_sc_hd__mux2_1	3
sky130_fd_sc_hd__a21o_1	2
sky130_fd_sc_hd__and3_1	2
sky130_fd_sc_hd__mux2i_1	2
sky130_fd_sc_hd__o211a_1	2
sky130_fd_sc_hd__o21ai_0	2
sky130_fd_sc_hd__a21boi_1	1
sky130_fd_sc_hd__buf_2	1
sky130_fd_sc_hd__conb_1	1
sky130_fd_sc_hd__ha_1	1
sky130_fd_sc_hd__mux2i_4	1
sky130_fd_sc_hd__mux4_1	1
sky130_fd_sc_hd__mux4_2	1
sky130_fd_sc_hd__nand3b_1	1
sky130_fd_sc_hd__o21a_1	1
sky130_fd_sc_hd__o21ai_1	1
sky130_fd_sc_hd__xnor2_1	1
==> registers in the layout (all words and copies together), names as in the netlist <==
register and flops:
pixel_byte 8, video_addr 13, pixel_byte_d 8, attr_byte_d 6
attr_byte 6, rgb 3, read_phase 2
==> placed cells by master, fill, tap and decap left out, types with 3 or more instances in the layout <==
master	count
sky130_fd_sc_hd__clkdlybuf4s50_1	45
sky130_fd_sc_hd__edfxtp_1	31
sky130_fd_sc_hd__nand2_1	22
sky130_fd_sc_hd__conb_1	19
sky130_fd_sc_hd__dfxtp_1	15
sky130_fd_sc_hd__a21boi_0	10
sky130_fd_sc_hd__clkbuf_8	5
sky130_fd_sc_hd__inv_1	3
sky130_fd_sc_hd__mux2_1	3
==> power by group <==
group / leakage [nW] / switching (mW) / internal, mW
logic: 0.408 / 0.0283 / 0.0606
clock network: 0.0514 / 0.232 / 0.298
registers: 0.406 / 0.00144 / 0.814
Power and IR drop assume default switching activity.
