--- design/flow/design.v ---
module ula_my (
    input  clk,
    input  resetn,
    output reg busy,            
    output reg [7:0] h_count,   
    output reg [7:0] v_count    
);
    parameter H_TOTAL   = 448;    
    parameter H_SYNC    = 84;     
    parameter H_BORDER  = 108;    
    parameter H_VIDEO   = 256;    
    parameter V_TOTAL   = 312;    
    parameter V_SYNC    = 4;
    parameter V_BORDER  = 56;
    parameter V_VIDEO   = 192;
    reg [8:0] h_cnt = 0;
    reg [8:0] v_cnt = 0;
    always @(posedge clk or negedge resetn) begin
        if (!resetn) begin
            h_cnt <= 0;
            v_cnt <= 0;
        end else if (h_cnt == H_TOTAL-1) begin
            h_cnt <= 0;
            v_cnt <= (v_cnt == V_TOTAL-1) ? 0 : v_cnt + 1;
        end else begin
            h_cnt <= h_cnt + 1;
        end
    end
    localparam H_START = H_SYNC + (H_BORDER/2);
    localparam H_END   = H_START + H_VIDEO;
    localparam V_START = V_SYNC + (V_BORDER/2);
    localparam V_END   = V_START + V_VIDEO;
    wire video_active_h = (h_cnt >= H_START) && (h_cnt < H_END);
    wire video_active_v = (v_cnt >= V_START) && (v_cnt < V_END);
    always @(posedge clk or negedge resetn) begin
        if (!resetn) begin
            h_count <= 0;
            v_count <= 0;
            busy    <= 0;
        end else begin
            if (video_active_h) begin
                h_count <= h_cnt - H_START;    
            end else if (h_cnt == 0) begin
                h_count <= 0;  
            end
            if (video_active_v) begin
                v_count <= v_cnt - V_START;    
            end else if (v_cnt == 0) begin
                v_count <= 0;
            end
            busy <= video_active_h && video_active_v;
        end
    end
endmodule
--- design/flow/run.sh ---
#!/bin/bash
# OpenROAD 26Q1-2900-gdf79404cd8, Yosys 0.63+post, stock flow scripts
make -C /OpenROAD-flow-scripts/flow DESIGN_CONFIG=/design/flow/config.mk WORK_HOME=/design/flow/orfs finish
--- design/flow/config.mk ---
export PLATFORM = sky130hd
export DESIGN_NAME = ula_my
export DESIGN_NICKNAME = ula_my
export VERILOG_FILES = /design/flow/design.v
export SDC_FILE = /design/flow/constraint.sdc
export NUM_CORES = 4
export LEC_CHECK = 1
export CORE_UTILIZATION = 40
--- design/flow/constraint.sdc ---
current_design ula_my

set clk_period 3.4
set clk_io_pct 0.2

create_clock -name clk0 -period $clk_period [get_ports {clk}]

set non_clock_inputs [all_inputs -no_clocks]
set_input_delay [expr $clk_period * $clk_io_pct] -clock clk0 $non_clock_inputs
set_output_delay [expr $clk_period * $clk_io_pct] -clock clk0 [all_outputs]
==> Changelog: implementation <==
## Implementation

- Final Setup Violations: 0
- Yosys stat cell total: approximately 180
- Worst hold endpoint: h_count[3]$_DFFE_PN0P_
- Ports: 19
- Skew final: between 0.008 and 0.009 ns
- GRT Util Overall: 16.2%
- EDFF count, synth: 0
- Final hold vios: 0
- Cells on worst reg2reg path: 6
- RePlAce Congestion: 0.849
- Worst EP required: 3.55 ns
- Largest area contributor in the netlist: dfrtp_1
- Residual DRC count: 0
- CTS resizes: 0
- Startpoint Class: flop
- Vias in the first global route: 1229
- Synth async-reset ratio: 100%
- Status: complete, no violations
- Top cells by area: dfrtp_1, ha_1, a22o_1, o2bb2ai_1, xnor2_1
- Worst r2r src: h_cnt[2]$_DFF_PN0_
- Clk buf depth: 2
- Min-delay src: h_count[3]$_DFFE_PN0P_
- R2R Path End: h_count[2]$_DFFE_PN0P_
- Setup TNS: 0 ns
- Yosys reg bits: 35
- Cell with the most instances after synthesis: dfrtp_1
- Root buffer cell: clkbuf_8
- Avg Cell Area, Syn: 10.5 sq um
- Area share, top type: between 40 and 50%
- Pins over their slew limit: 0
- Die Height: 70.1 um
- Cell area after synthesis: 0.00185 sq mm
- Achievable Freq: 0.518 GHz
- Pwr Total: approximately 720 uW
- Placed insts: 237
- Final Instance Count excl. Fillers: 245
- First-pass DRT Iterations: 4
- Antenna cells: 0
- CTS tree: built
- Port buffer count: 18
- Commonest cells in the netlist: dfrtp_1, inv_1, nand2_1
- Slowest cell delay on critical path: 0.49 ns
- Initial antenna violation count: 0
- Wire per inst: ~15 um
- Ys flop type: dfrtp_1
- Layout cells sized above 1: around 8.3%
- Peak VDD IR: 0.215 mV
- Largest net degree at the start of global routing: 36
- Post-CTS Hold Buffers: 0
- Die Size: 0.00491 sq mm
- Power per Cell Area: 339 mW/mm^2
- Hold Crit Depth: 1
- Core footprint: around 0.0044 sq mm
- Fp util: approximately two fifths
- Maximum capacitance violations: 0
- Reg2Reg Setup Slack: 1.47 ns
- Critical-path maximum fanout: 8
- Slowest cell on crit path: dfrtp_1
- CP arrival: 2.08 ns
- Cts bufs inserted: 5
- Detail Placement HPWL: 2440 um
- Cell Type Count: 44
- DRT Wirelength: 3550 um
- Final Cell Area: 0.00212 sq mm
- H-tree lvl count: 2
- First-iteration detailed-routing DRC count: 64
- CTS sink cnt: 35
- Area grow syn2layout: 14.4%
- Crit end category: flop
- Period minus WS final: ~1.9 ns
- Vias per cell: 5.34
- Hold Crit Class: flop to flop
- Worst-Skew Late Latency: 0.29 ns
- Worst-Margin Slew: 0.673 ns
- Clock-pin slew on the worst setup and hold paths: about 0.08 ns
- Seq share, synth: 47.3%
- First-pass GRT wire length: 6210 um
- Slew Limit Headroom: 54.9%
- Yosys synthesis chip area: 0.00185 sq mm
- Row count: 24
- Final period util: a little under three fifths
- Die Wd: about 70 um
- Leakage: 0.879 nW
- CP Class: flop to flop
- Cells along the critical path: inv_1 -> ha_1 -> and2b_1 -> o21ai_2 -> a211oi_4 -> o2bb2ai_1
- Antenna Nets Post-Route: 0
- DR vias: 1309
- Post-synthesis cell count: 176
- Unrepaired setup endpoints after global routing: false
- Total tool warning count: 30
- Total grt overflow: 0
- Synth warnings: 1
- Post-CTS setup buffers: 0
- Dpl cell area: approximately 0.002 sq mm
==> how the worst max path moves through the flow <==
stage / from / cells after the start / slack (ns) / to
after CTS: h_cnt[2]$_DFF_PN0_ / 6 / 1.47 / h_count[2]$_DFFE_PN0P_
after global routing: h_cnt[1]$_DFF_PN0_ / 6 / 1.29 / h_count[0]$_DFFE_PN0P_
final: h_cnt[2]$_DFF_PN0_ / 6 / 1.47 / h_count[2]$_DFFE_PN0P_
==> worst max-delay path, delay by kind of cell, from the launching register on <==
kind	cells	cell delay, ns
DFF	1	0.49
adders and majority gates	1	0.22
and+or+nand+nor	1	0.27
buffers and inverters	1	0.08
AOI/OAI and AO/OA	3	0.72
==> per-stage QoR <==
step | hold slack [ns] | worst slack, ns | utilization [%]
finish | 0.491 | 1.47 | 48.0
detailed placement | 0.476 | 1.49 | 46.1
floorplan | 0.384 | 1.76 | -
global route | 0.512 | 1.29 | 48.0
global placement | 0.470 | 1.54 | 46.1
CTS | 0.497 | 1.47 | 48.0
==> logic make-up after synthesis <==
family	after synthesis	share of synthesized area (%)
AND-OR/OR-AND	39	16.3
XOR/XNOR	12	5.67
adder cells (fa/ha/maj)	9	6.08
buffers and inverters	21	6.08
flip-flops	35	47.3
multiplexers	1	0.608
AND/OR/NAND/NOR	59	18.0
==> flip-flops by register name (all words and copies together) (netlist names) <==
register / count
busy: 1
h_count: 8
v_cnt: 9
v_count: 8
h_cnt: 9
==> power breakdown <==
| part | switching [mW] | internal (mW) | total [mW] | leakage [nW] |
|---|---|---|---|---|
| Sequential | 0 | 0.416 | 0.416 | 0.479 |
| Clock | 0.149 | 0.143 | 0.292 | 0.0412 |
| Combinational | 0.00792 | 0.00176 | 0.00967 | 0.358 |
| Total | 0.157 | 0.561 | 0.718 | 0.879 |
==> cell type report <==
type                    instances  area (sq um)
clock buffers                   6          72.6
clock inverters                 2          12.5
fillers                       390          2290
inverters                      11          41.3
multi-input cells             120           865
flip-flops and latches         35           876
well taps                      52          65.1
repair buffers                 19           188
==> layout by cell type, fill, tap and decap left out, types with 2 or more instances in the layout <==
master	netlist	layout
a211oi_4	2	2
a21oi_1	7	7
a22o_1	7	7
and2_1	4	4
and3_1	2	2
clkbuf_8	0	5
clkdlybuf4s50_1	0	18
dfrtp_1	35	35
ha_1	9	9
inv_1	11	11
nand2_1	10	10
nand2b_1	2	2
nand3_1	9	9
nand4_1	8	8
nor2_1	8	8
nor2b_1	3	3
nor3_1	3	3
o21ai_0	7	7
o2bb2ai_1	7	7
or3_1	2	2
xnor2_1	6	6
xor2_1	6	6
==> metal layers <==
metal	global-route usage (%)	share of wire, %	vias up
met1	29.1	54	623
met3	2.92	4.2	2
li1	-	-	659
met5	0	0	-
met2	22.0	42	25
met4	1.78	0.56	0
Power figures rest on the tool's default switching activity, not on a simulated workload.
